[flow/run.sh]
#!/bin/bash
# OpenROAD 26Q1-2900-gdf79404cd8, Yosys 0.63+post, stock flow scripts
make -C /OpenROAD-flow-scripts/flow DESIGN_CONFIG=/design/flow/config.mk WORK_HOME=/design/flow/orfs finish
[flow/config.mk]
export PLATFORM = sky130hd
export DESIGN_NAME = Instruction_Mem
export DESIGN_NICKNAME = Instruction_Mem
export VERILOG_FILES = /design/flow/design.v
export SDC_FILE = /design/flow/constraint.sdc
export NUM_CORES = 4
export LEC_CHECK = 1
export CORE_AREA = 10 10 110 110
export DIE_AREA = 0 0 120 120
export SYNTH_MEMORY_MAX_BITS = 65536
[flow/constraint.sdc]
current_design Instruction_Mem

set clk_period 2.3
set clk_io_pct 0.2

create_clock -name clk0 -period $clk_period

set non_clock_inputs [all_inputs -no_clocks]
set_input_delay [expr $clk_period * $clk_io_pct] -clock clk0 $non_clock_inputs
set_output_delay [expr $clk_period * $clk_io_pct] -clock clk0 [all_outputs]
[flow/design.v]
`timescale 1ns / 1ps
module Instruction_Mem(
    input  [31:0] addr,
    output [31:0] instr
);
    reg [31:0] instr_mem [0:255];  
    initial begin
        instr_mem[0]  = 32'h3c041000;      
instr_mem[1]  = 32'h34840000;      
instr_mem[2]  = 32'h3c011000;      
instr_mem[3]  = 32'h8c250060;      
instr_mem[4]  = 32'h0c000020;      
instr_mem[5]  = 32'h3402000a;      
instr_mem[6]  = 32'h0000000c;      
instr_mem[7]  = 32'h00000000;      
instr_mem[8]  = 32'h23bdfffc;      
instr_mem[9]  = 32'hafbf0000;      
instr_mem[10] = 32'h34080001;      
instr_mem[11] = 32'h0105082a;      
instr_mem[12] = 32'h1020001c;      
instr_mem[13] = 32'h00084880;      
instr_mem[14] = 32'h01094820;      
instr_mem[15] = 32'h8d2a0000;      
instr_mem[16] = 32'h2103ffff;      
instr_mem[17] = 32'h0460000c;      
instr_mem[18] = 32'h00036080;      
instr_mem[19] = 32'h00846020;      
instr_mem[20] = 32'h8d850000;      
instr_mem[21] = 32'h0145082a;      
instr_mem[22] = 32'h10200006;      
instr_mem[23] = 32'had850004;      
instr_mem[24] = 32'h2063ffff;      
instr_mem[25] = 32'h08100011;      
instr_mem[26] = 32'h00037080;      
instr_mem[27] = 32'h00847020;      
instr_mem[28] = 32'hadc20004;      
instr_mem[29] = 32'h21080001;      
instr_mem[30] = 32'h0810000b;      
instr_mem[31] = 32'h8fbf0000;      
instr_mem[32] = 32'h23bd0004;      
instr_mem[33] = 32'h03e00008;      
instr_mem[34] = 32'h00000000;      
instr_mem[35] = 32'h00000005;      
instr_mem[36] = 32'h00000002;      
instr_mem[37] = 32'h00000004;      
instr_mem[38] = 32'h00000006;      
instr_mem[39] = 32'h00000001;      
instr_mem[40] = 32'h00000003;      
instr_mem[41] = 32'h00000006;      
instr_mem[42] = 32'h3c011000;   
instr_mem[43] = 32'hc4210000;   
instr_mem[44] = 32'hc4220004;   
instr_mem[45] = 32'h46021881;   
instr_mem[46] = 32'he4230008;   
instr_mem[47] = 32'h3402000a;   
instr_mem[48] = 32'h0000000c;   
instr_mem[49] = 32'h00000000;   
instr_mem[50] = 32'h40b00000;   
instr_mem[51] = 32'h400ccccd;   
instr_mem[52] = 32'h00000000;   
instr_mem[53] = 32'h3c081000;   
instr_mem[54] = 32'h8d090000;   
instr_mem[55] = 32'h8d0a0004;   
instr_mem[56] = 32'h012a0018;   
instr_mem[57] = 32'h00005812;   
instr_mem[58] = 32'had0b0008;   
instr_mem[59] = 32'h3402000a;   
instr_mem[60] = 32'h0000000c;   
instr_mem[61] = 32'h00000000;   
instr_mem[62] = 32'h00000007;   
instr_mem[63] = 32'h00000003;   
instr_mem[64] = 32'h00000015;   
instr_mem[65] = 32'h3402000a;   
instr_mem[66] = 32'h0000000c;   
end
 assign instr = instr_mem[addr[11:2]];  
 endmodule
==> impl_metrics.json <==
{
  "status": "finished, violations left",
  "violations": "negative setup slack",
  "critical_path_depth": 9,
  "portBuffers": 39,
  "ys_seq_share_pct": 0,
  "antenna_left": 0,
  "fp_util_pct": 19.9,
  "drc": 0,
  "coreArea_sq_mm": 0.00977,
  "ys_warn_count": 1,
  "path_max_fanout": 7,
  "setup_slack_ns": -0.117,
  "warning_count": 70,
  "dp_cells": 546,
  "diodes": 0,
  "hold_viol_final": 0,
  "setup_viol": 10,
  "fp.dieW_microns": 120,
  "die_area_sq_mm": 0.0144,
  "antenna_found_initial": 0,
  "hp-class": "in2out",
  "routed_wl_mm": 11.9,
  "drtIter0Drc": 360,
  "whs_path_depth": 4,
  "grt_use_total_pct": 15.4,
  "yosys_area_sq_mm": 0.00194,
  "vias": 3294,
  "fin_cells": 595,
  "drive_above_1_share_pct": 58.9,
  "area_growth_pct": 113,
  "p_leak_nw": 1.83,
  "grt_max_degree": 19,
  "logic_area_sq_mm": 0.00220,
  "rsz0062_at_grt": "yes",
  "design.seq.count": 0,
  "overflow": 0,
  "path_buffers": 4,
  "fmax_ghz": 0.414,
  "dr.pass1.iters": 6,
  "hpwl_mm": 7.85,
  "wire_per_inst_microns": 20.1,
  "design_area_sq_mm": 0.00414,
  "critPathRequiredTime_ns": 1.84,
  "ir_drop_mv": 0.0551,
  "die_y_microns": 120,
  "finalCriticalPeriod_ns": 2.42,
  "max_stage_delay_ns": 0.30,
  "lay_top_count": "buf_4",
  "rows": 36,
  "grt_pass1_vias": 3253,
  "gp_congestion": 1.04,
  "viasPerCell": 5.54,
  "synth_cell_types": 55,
  "fillCellCount": 867,
  "tightest_slew_ns": 0.330,
  "cp.arrival_ns": 1.96,
  "cpMaxStageDelayCell": "o311a_1",
  "cp-start-kind": "primary input",
  "p_per_area_mw_per_mm2": 199,
  "avgSynthCellArea_sq_um": 6.35,
  "cts_hold_buf": 0,
  "path_class": "in2out",
  "grt_pass1_wl_mm": 18.2,
  "timing.hold.ws_ns": 1.33,
  "flop_area_sq_um": 0,
  "crit_chain": "buf_8, buf_12, ha_4, and2_4, o21a_1, buf_6, a22o_1, o311a_1, buf_2",
  "final.clkbuf_count": 0,
  "maxCapViolCount": 0,
  "ioPinCount": 64,
  "min_period_over_period_pct": 105,
  "place_area_sq_mm": 0.00308,
  "endpoint_kind": "output pin",
  "layout.cells.most_common_list": "buf_4 (111), nand2_1 (24), buf_6 (24), a21oi_1 (22)",
  "synth.cell_area_sq_mm": 0.00194,
  "final_util_pct": 42.3,
  "synthCells": 306,
  "cpLargestDelayFamily": "AND-OR/OR-AND gates",
  "ys_cells": 306,
  "slew_headroom_pct": 77.7,
  "slew_viol_final": 0
}
## synth_stat cells (4+ instances only)
master,number,area (sq um)
o22ai_1,5,31.3
a211oi_1,6,45.0
nand2b_1,17,106
a221oi_1,4,35.0
ha_1,13,163
mux2i_1,5,50.1
nor2_1,31,116
a31oi_1,6,37.5
o21ai_0,28,140
nand3_1,10,50.1
buf_4,7,52.6
nand2_1,27,101
o31ai_1,5,37.5
buf_2,15,75.1
buf_6,5,56.3
a211o_1,4,35.0
nor3_1,5,25.0
o211ai_1,5,37.5
nor2b_1,6,37.5
clkbuf_1,7,26.3
a21oi_1,31,155
inv_1,9,33.8
## tightest hold or removal path, stage by stage
cell and delay, ns:
buf_6 0.14, nand2_1 0.08, a311oi_1 0.09, buf_2 0.10
## per-stage QoR
stage	setup TNS [ns]	power (W)	worst slack, ns
global route	-1.38	0.000865	-0.148
finish	-0.691	0.000822	-0.117
detailed placement	-28.74	0.000576	-1.08
global placement	-28.28	0.000579	-1.05
floorplan	0	0.000278	0.0115
CTS	-0.892	0.000756	-0.166
## layer usage
layer  part of all wire [%]  global-route usage [%]
met1                     41                    20.1
met2                     44                    23.8
met3                    9.2                    2.48
met4                    6.0                    8.60
met5                      0                       0
## cell type report
cell class	instances	area share, %
Timing Repair Buffer	190	41.4
Tap cell	133	4.02
Inverter	11	1.30
Multi-Input combinational cell	261	53.3
## report_power, final
| part | total, W | internal [W] | leakage, nW | switching [W] |
|---|---|---|---|---|
| sequential | 0 | 0 | 0 | 0 |
| combinational | 0.000822 | 0.000425 | 1.83 | 0.000398 |
| clock | 0 | 0 | 0 | 0 |
## worst paths after layout
kind | end | start | slack (ns)
worst max-delay path | instr[27] | addr[3] | -0.12
worst min-delay path | instr[5] | addr[4] | 1.33
## cells by family (layout without fill, tap and decap cells)
logic type	after synthesis	after routing	share of synthesized area (%)
and+or+nand+nor	109	109	27.3
AOI/OAI and AO/OA	129	129	44.9
xor gates and xnor gates	1	1	0.451
buffers and inverters	45	201	12.9
muxes	9	9	6.05
adders and majority gates	13	13	8.37
## timing repair
action / CTS / global route
pin swaps: 52 / 40
cloned: 3 / 0
buffers inserted: 44 / 6
resized: 229 / 45
endpoints found under the setup margin: 32 / 25
Power is estimated from default activity; no workload was simulated.
