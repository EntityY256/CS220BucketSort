$ cat ./design.v
`timescale 1ns / 1ps
module Branching(
    input [31:0] current_pc,
    input [31:0] rs_val,
    input [31:0] rt_val,
    input [15:0] immediate,
    input [25:0] jump_address,
    input [2:0] branch_control,   
    input is_jump,
    input is_jal,
    input is_jr,
    output reg [31:0] next_pc,
    output reg take_branch
);
    wire signed [31:0] rs_signed = rs_val;
    wire signed [31:0] rt_signed = rt_val;
    wire [31:0] offset = {{14{immediate[15]}}, immediate, 2'b00};  
    always @(*) begin
        take_branch = 0;
        next_pc = current_pc + 4;
        case (branch_control)
            3'b000: take_branch = (rs_val == rt_val);      
            3'b001: take_branch = (rs_val != rt_val);      
            3'b010: take_branch = (rs_signed > rt_signed); 
            3'b011: take_branch = (rs_signed >= rt_signed); 
            3'b100: take_branch = (rs_signed < rt_signed); 
            3'b101: take_branch = (rs_signed <= rt_signed); 
            3'b110: take_branch = (rs_val < rt_val);       
            3'b111: take_branch = (rs_val > rt_val);       
        endcase
        if (take_branch) begin
            next_pc = current_pc + 4 + offset;
        end else if (is_jump) begin
            next_pc = {current_pc[31:28], jump_address, 2'b00};  
            next_pc = {current_pc[31:28], jump_address, 2'b00};  
        end else if (is_jr) begin
            next_pc = rs_val;                                    
        end
    end
endmodule
$ cat ./run.sh
#!/bin/bash
# OpenROAD 26Q1-2900-gdf79404cd8, Yosys 0.63+post, stock flow scripts
make -C /OpenROAD-flow-scripts/flow DESIGN_CONFIG=/design/flow/config.mk WORK_HOME=/design/flow/orfs finish
$ cat ./constraint.sdc
current_design Branching

set clk_period 17.1
set clk_io_pct 0.2

create_clock -name clk0 -period $clk_period

set non_clock_inputs [all_inputs -no_clocks]
set_input_delay [expr $clk_period * $clk_io_pct] -clock clk0 $non_clock_inputs
set_output_delay [expr $clk_period * $clk_io_pct] -clock clk0 [all_outputs]
$ cat ./config.mk
export PLATFORM = sky130hd
export DESIGN_NAME = Branching
export DESIGN_NICKNAME = Branching
export VERILOG_FILES = /design/flow/design.v
export SDC_FILE = /design/flow/constraint.sdc
export NUM_CORES = 4
export LEC_CHECK = 1
export CORE_UTILIZATION = 50
==> run notes <==
This note records the results obtained with Yosys and OpenROAD.

Yosys
The average instance in the mapped netlist occupies 6.62 um2. Of the total synthesized cell area, the portion taken by full adders, half adders and majority gates is 0.206. The mapped netlist covers 3860 um2. The cell-mix breakdown from Yosys lists the XOR/XNOR area share as 0.113. Of the post-synthesis cell area, the part taken by muxes is 0.0784. In the synthesized netlist, the number of instances is 583. In this run, the synthesized area fraction spent on and/or/nand/nor cells is recorded as 0.254. In the synthesized netlist, the dominant kind of combinational cell is AND-OR/OR-AND gates. The area fraction in compound gates after synthesis is 0.285. The stat command in Yosys gives a chip area of 3860 um2. The share of synthesized area in the top cell type comes to 0.201. In this run, distinct cell masters in the synthesized netlist total 55. The warning tally printed by Yosys for this design is 1.

The share of the Yosys chip area taken by registers is 0. Yosys attributes the largest share of cell area to sky130_fd_sc_hd__ha_1 20%, sky130_fd_sc_hd__xnor2_1 7.7%, sky130_fd_sc_hd__a21oi_1 7.5%, sky130_fd_sc_hd__mux2i_1 7.3%, sky130_fd_sc_hd__o21ai_0 6.6%. Of all cell types, the one taking the most synthesized area is sky130_fd_sc_hd__ha_1. The number of cells in the yosys synthesis report is around 600.

Route
In the routed layout, each cell is associated on average with a via count of 5.67. The number of design rule violations left after detail routing is 0. The routed wire length is 12,900 um. The detailed router finished its first iteration with 220 violations. In the routed netlist, the antenna diode instances number 0. The average wire length per cell after detail routing is 15.3 um.

The number of routed nets with antenna violations is 0. Detailed routing inserted a total of 4,801 vias. The first TritonRoute pass finished after 5 iterations.

Final timing
The maximum clock frequency is roughly 90 MHz. Setup repair after global routing left no endpoint under its margin. The part of the cycle the worst path needs is 0.668. The worst path needs 11,420 ps of the cycle, external delays included. The final layout reports a setup TNS of 0 ps. The number of max-slew violations in the final report is 0.

The final-report setup violation count is 0. Counting endpoints that fail hold in the final report gives 0. For the pin with the worst max-slew slack, the measured transition is ~700 ps. The worst slew slack as a fraction of its limit is 0.533.

GRT
Summed over all layers, the global routing overflow is 0. The via count of the first global-routing pass is 4,346. The largest net degree at the start of global routing is 63. The number of antenna violations at the first check in global routing came to 0. In the global route stage, overall resource usage came out at 0.312. The first global-routing pass estimated 20,600 um of wire.

CTS
The post-CTS setup buffer count is 0. The post-cts sizing count is 0. After clock tree synthesis, the flow added hold-fix buffers numbering 0.

Cells and area
Counting the fill cells in the layout gives 512. The clock buffer count in the final layout is 0. Per the run report, area growth between synthesis and finish was 48.0%. The fraction of final layout cells with drive strength greater than 1 is 0.0187. The area of the multi-input gates is between 3000 and 4000 um2. The final design instance area without fill is 5710 um2. The number of flip-flops and latches is 0. The sequential standard cell area is 0 um2.

Worst setup path
The worst-path maximum fanout is 7. For the worst setup path, the data required time is between 10,000 and 15,000 ps. The sort of element at the end of the critical path is a primary output. The data arrival at the endpoint of the critical path is 8000 ps. STA classifies the critical path startpoint as an input port. Looking at the setup timing report, the critical path kind is in -> out.

Place
RePlAce ended its routability-driven mode at a weighted congestion of 0.990. Input and output buffers added on the ports amount to 176. The wire-length estimate of the detail-placed layout is 10,800 um. The cell area after placement is 5710 um2.

Power and ir drop
Overall power consumption after layout is estimated at 195 uW. The worst-case IR drop observed on VDD is roughly 25 uV. Per the OpenROAD power report, leakage power amounts to 2.52 nW.

The report lists the power per cell area as between 30 and 40 nW/um2.

Worst hold path
The type of the tightest min-delay check is in -> out.

Floorplanning
The share of the core filled by cells before placement is 0.524. The core region is 7370 um2. The die extent in x is 89.9 um. The die outline height is 89.9 um. In this run the count of I/O pins placed on the die edge is about 180. The number of rows created at floorplan is 31. The overall chip area is 8080 um2.

Status
The run finished with clean final reports.

Flow run
The number of logged tool warnings is 34. The reported max-cap violation count is 0.
## critical path: stages
cell and delay [ps]:
sky130_fd_sc_hd__clkdlybuf4s50_1 650, sky130_fd_sc_hd__ha_1 330, sky130_fd_sc_hd__and2_1 150, sky130_fd_sc_hd__and4_1 370, sky130_fd_sc_hd__nand3_1 140, sky130_fd_sc_hd__xnor2_1 220, sky130_fd_sc_hd__ha_1 320, sky130_fd_sc_hd__a21oi_1 160
sky130_fd_sc_hd__o21ai_0 130, sky130_fd_sc_hd__o21a_1 210, sky130_fd_sc_hd__o21a_1 180, sky130_fd_sc_hd__o311ai_0 310, sky130_fd_sc_hd__buf_4 200, sky130_fd_sc_hd__a211oi_1 90, sky130_fd_sc_hd__o41ai_1 330, sky130_fd_sc_hd__xor2_1 130
sky130_fd_sc_hd__a21oi_1 160, sky130_fd_sc_hd__clkdlybuf4s50_1 490
## metrics by stage
stage               cells  worst slack, ps  hold slack [ps]  utilization
finish                846             5680             7780        0.775
floorplan             583             7060             6900            -
detailed placement    846             5770             7780        0.775
global placement      846             5790             7780        0.775
global route          846             5390             7830        0.775
CTS                   846             5730             7780        0.775
## layout by cell type (no fill, tap or decap), types with 10 or more instances in the layout
master / count
sky130_fd_sc_hd__nor2_1: 42
sky130_fd_sc_hd__xnor2_1: 34
sky130_fd_sc_hd__o21ai_0: 51
sky130_fd_sc_hd__inv_1: 46
sky130_fd_sc_hd__nand2_1: 59
sky130_fd_sc_hd__mux2i_1: 28
sky130_fd_sc_hd__nand4_1: 17
sky130_fd_sc_hd__a21o_1: 10
sky130_fd_sc_hd__ha_1: 62
sky130_fd_sc_hd__a21oi_1: 58
sky130_fd_sc_hd__xor2_1: 16
sky130_fd_sc_hd__clkdlybuf4s50_1: 174
sky130_fd_sc_hd__nand3_1: 25
## metal layers
layer | track usage | up-vias | routed length [um]
li1 | - | 2467 | -
met1 | 0.437 | 2133 | 5860
met2 | 0.521 | 189 | 5930
met3 | 0.0404 | 12 | 927
met4 | 0.0538 | 0 | 217
met5 | 0 | - | 0
## area by class of cell
type,instances,share of cell area
Tap cell,99,0.0217
Timing Repair Buffer,182,0.314
Inverter,47,0.0309
Multi-Input combinational cell,518,0.633
## path summary, 6_finish.rpt
path	start	end	slack (ps)	cells past startpoint
worst min-delay path	current_pc[1]	next_pc[1]	7780	3
worst max-delay path	current_pc[2]	next_pc[29]	5680	18
## power by group
part / internal [mW] / switching (mW)
Clock: 0 / 0
Combinational: 0.110 / 0.0851
Sequential: 0 / 0
## cell usage after synthesis (6+ instances only)
| library cell | number |
|---|---|
| sky130_fd_sc_hd__a211oi_1 | 6 |
| sky130_fd_sc_hd__a21o_1 | 10 |
| sky130_fd_sc_hd__a21oi_1 | 58 |
| sky130_fd_sc_hd__and3_1 | 9 |
| sky130_fd_sc_hd__and4_1 | 8 |
| sky130_fd_sc_hd__clkbuf_1 | 14 |
| sky130_fd_sc_hd__ha_1 | 62 |
| sky130_fd_sc_hd__inv_1 | 46 |
| sky130_fd_sc_hd__mux2i_1 | 28 |
| sky130_fd_sc_hd__nand2_1 | 59 |
| sky130_fd_sc_hd__nand3_1 | 25 |
| sky130_fd_sc_hd__nand4_1 | 17 |
| sky130_fd_sc_hd__nor2_1 | 42 |
| sky130_fd_sc_hd__nor2b_1 | 6 |
| sky130_fd_sc_hd__nor3_1 | 8 |
| sky130_fd_sc_hd__o21a_1 | 8 |
| sky130_fd_sc_hd__o21ai_0 | 51 |
| sky130_fd_sc_hd__xnor2_1 | 34 |
| sky130_fd_sc_hd__xor2_1 | 16 |
## kinds of logic (layout without fill, tap and decap cells)
logic type               Yosys count  after routing
buffers and inverters             65            229
multiplexers                      30             30
XOR/XNOR                          50             50
AND-OR/OR-AND                    177            177
AND/OR/NAND/NOR                  198            198
adder cells (fa/ha/maj)           63             63
Power is estimated from default activity; no workload was simulated.
