===== design.v =====
`timescale 1ns / 1ps
module Registers(input clk,
    input [4:0] read_register1, 
    input [4:0] read_register2, 
    input [4:0] write_reg, 
    input [31:0] write_data,
    input register_write, 
    input register_Dist,
    output [31:0] read_data1,
    output [31:0] read_data2
);
reg [31:0] registers [0:31]; 
    integer i;
    initial begin
      for (i = 0; i < 32; i = i + 1)
        registers[i] = 32'b0;
    end
    assign read_data1 = registers[read_register1];
    assign read_data2 = registers[read_register2];
    reg [4:0] write_register;
    always @(*) begin
    if(register_Dist) write_register=write_reg;
    else write_register=read_register2;
    end
    always @(posedge clk) begin
        if (register_write && write_register!=0)  registers[write_register] <= write_data;
    end
endmodule

===== run.sh =====
#!/bin/bash
# OpenROAD 26Q1-2900-gdf79404cd8, Yosys 0.63+post, stock flow scripts
make -C /OpenROAD-flow-scripts/flow DESIGN_CONFIG=/design/flow/config.mk WORK_HOME=/design/flow/orfs finish

===== config.mk =====
export PLATFORM = sky130hd
export DESIGN_NAME = Registers
export DESIGN_NICKNAME = Registers
export VERILOG_FILES = /design/flow/design.v
export SDC_FILE = /design/flow/constraint.sdc
export NUM_CORES = 4
export LEC_CHECK = 1
export CORE_UTILIZATION = 50

===== constraint.sdc =====
current_design Registers

set clk_period 5.8
set clk_io_pct 0.2

create_clock -name clk0 -period $clk_period [get_ports {clk}]

set non_clock_inputs [all_inputs -no_clocks]
set_input_delay [expr $clk_period * $clk_io_pct] -clock clk0 $non_clock_inputs
set_output_delay [expr $clk_period * $clk_io_pct] -clock clk0 [all_outputs]

==> results.cfg <==
; generated from flow reports
[status]
status = finished with violations
violations = DRC

[route]
ant_nets = 0
drc = 16
met1_length_um = 53800
top_layer = met5
first_pass_iters = 46
dr_wl_met3_um = 25800
routed_wl_um = 154000
dr_total_vias = 31582
wl_met2_um = 67800
drt_iter0_drc = 2245
vias_per_cell = 6.40
wl_per_cell_um = 31.2

[final_layout]
largest_reg_flops = 1024
areaGrowthSynthToFinish_pct = 14.6
drive_above_1_share_pct = 10.2
largest_register = registers
top_regs = registers x1024

[worst_setup_path]
crit_chain = clkdlybuf4s50_1 > and2b_4 > buf_12 > a22o_1 > nor3_1 > a31oi_1 > nand3_1 > clkdlybuf4s50_1
crit_type = in2out
slowest_stage = clkdlybuf4s50_1
critPathMaxFanout = 56
startpoint_type = input port
worst_setup_path_end_kind = output pin
slowest_delay_ns = 0.82
crit_top_cell = clkdlybuf4s50_1
path_delay_family = buffers and inverters
cp.arrival_ns = 4.28
path_buffers = 3
startpoint = read_register2[0]
required_ns = 4.64

[clocking]
cts_tree = built
clock_sinks = 1024
cts_resized = 0
cts.reportedPaths.clkPinSlew_ns = 0.06
postCtsHoldBufs = 0
post-cts-setup-buffers = 0
cts_root_buf = clkbuf_16
cts.path.max_buffers = 3
cts_buffers = 111
h-tree-depth = 3

[synthesis]
ys.flops = 1024
ys_seq_share_pct = 62.8
syn_avg_cell_area_um2 = 14.4
ys_warn_count = 1
netlist_instances = 3408
ys_types = 33
ys_cells = 3408
syn_area_um2 = 48900
ys_area_um2 = 48900

[hold_path]
hold_path_class = in2reg
hold_path_end = registers[6][12]$_DFFE_PP_
holdCritStartpoint = write_data[12]
hold_path_depth = 2

[pwr]
combPwrFrac_pct = 9.7
internal-power_mw = 13.0
finalPower_mw = 16.9
switchingPower_mw = 3.92
max-vdd-ir-drop_mv = 0.215
sw_frac_of_total_pct = 23.2
clkPwrFrac_pct = 41.1
p_leak_nw = 20.8
p_per_area_nw_per_um2 = 302
p_seq_share_pct = 49.2

[global_route]
antenna_found_initial = 9
grt_pass1_wl_um = 221000
grt-ovfl-total = 0
track_usage_pct = 34.3
grt_pass1_vias = 32991
grt_max_degree = 66

[timing]
slew_headroom_pct = 30.9
tightest_slew_ns = 1.03
hold_viol_final = 0
period_needed_ns = 5.44
rsz0062_at_grt = no
max_freq_mhz = 184
final.setup.tns_ns = 0
maxSlewViolCount = 0
min_period_over_period_pct = 93.7
setup_viol = 0

[flow_run]
cap_violations = 0
warnings = 26

[floorplanning]
die_x_um = 315
ioPinCount = 114
core-area_um2 = 96900
die_y_um = 315
die_area_um2 = 99100
fp_util_pct = 50.5
rows = 114

[placement]
hpwl_um = 86600
place.gp.congestion = 0.895
port_buffers = 113
==> kinds of logic (layout without fill, tap and decap cells) <==
| family | after synthesis | count (layout) | share of synthesized area (%) |
|---|---|---|---|
| and+or+nand+nor | 514 | 514 | 4.71 |
| other | 1 | 34 | 0.00766 |
| AOI/OAI and AO/OA | 584 | 584 | 8.15 |
| muxes | 1026 | 1026 | 21.0 |
| DFF | 1024 | 1024 | 62.8 |
| buffers and inverters | 259 | 479 | 3.33 |
==> power by group through the flow <==
stage,registers (mW),clock network (mW),logic (mW)
CTS,8.32,7.03,1.63
global route,8.33,7.33,1.75
finish,8.32,6.95,1.65
==> placed cells by master (no fill, tap or decap), types with 33 or more instances in the layout <==
| cell | Yosys | layout |
|---|---|---|
| nand2_1 | 206 | 204 |
| a31oi_1 | 64 | 64 |
| buf_12 | 0 | 68 |
| clkdlybuf4s50_1 | 0 | 111 |
| mux2i_1 | 1025 | 1025 |
| nor2_4 | 0 | 33 |
| edfxtp_1 | 1024 | 1024 |
| clkbuf_16 | 0 | 114 |
| nand3_1 | 193 | 193 |
| a22oi_1 | 192 | 192 |
| nor3_1 | 65 | 65 |
| a21oi_1 | 192 | 192 |
| a22o_1 | 128 | 128 |
| buf_4 | 57 | 94 |
==> through the flow <==
step | util, % | hold WS (ns) | area [um^2] | instances | setup WS [ns]
finish | 57.9 | 1.30 | 56100 | 4937 | 0.363
global route | 57.9 | 1.30 | 56100 | 4936 | 0.317
CTS | 57.9 | 1.27 | 56100 | 4935 | 0.389
detailed placement | 54.2 | 2.00 | 52500 | 4733 | 0.416
global placement | 54.2 | 1.99 | 52500 | 4733 | 0.543
floorplan | - | 1.26 | 49100 | 3439 | 1.89
==> routing by layer <==
layer	vias to the layer above	track usage, %
met2	2076	47.0
met4	18	10.7
met5	-	2.95
li1	13787	-
met1	15354	45.3
met3	347	24.1
==> cell usage after synthesis <==
library cell | n | share of area (%)
a21oi_1 | 192 | 2.0
a22o_1 | 128 | 2.3
a22oi_1 | 192 | 2.9
a31oi_1 | 64 | 0.82
and2_1 | 2 | 0.026
and2b_1 | 1 | 0.015
and3b_1 | 1 | 0.018
buf_1 | 7 | 0.054
buf_2 | 83 | 0.85
buf_4 | 57 | 0.87
buf_6 | 44 | 1.0
clkbuf_1 | 64 | 0.49
clkbuf_4 | 2 | 0.031
conb_1 | 1 | 0.0077
edfxtp_1 | 1024 | 63
inv_1 | 2 | 0.015
mux2_2 | 1 | 0.023
mux2i_1 | 1025 | 21
nand2_1 | 206 | 1.6
nand2_2 | 1 | 0.013
nand2b_1 | 5 | 0.064
nand3_1 | 193 | 2.0
nor2_1 | 33 | 0.25
nor2b_1 | 3 | 0.038
nor3_1 | 65 | 0.66
nor3b_1 | 1 | 0.015
nor3b_2 | 1 | 0.026
o21ai_1 | 1 | 0.010
o21ai_2 | 2 | 0.036
o22ai_1 | 4 | 0.051
o32ai_2 | 1 | 0.033
or2_1 | 1 | 0.013
or2_2 | 1 | 0.013
==> how the worst max path moves through the flow <==
stage	endpoint	slack [ns]	depth (start not counted)
CTS	read_data2[28]	0.39	8
finish	read_data2[28]	0.36	8
global route	read_data2[28]	0.32	8
==> cell type report <==
| cell class | count | area, um^2 |
|---|---|---|
| tap | 1276 | 1600 |
| inverter | 2 | 7.51 |
| multi-input combinational | 2156 | 17000 |
| sequential | 1024 | 30700 |
| antenna | 2 | 5.00 |
| fill | 7157 | 40700 |
| clock inverter | 68 | 638 |
| timing repair buffer | 275 | 3210 |
| clock buffer | 134 | 2930 |
No activity file was given, so power comes from the tool's default toggle rates.
